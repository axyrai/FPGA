**design/flow/design.v**
```verilog
module debounce_ckt(
input button,
input clk,
output wire result
    );
wire Q1;
wire Q2;
wire EN1 = 1'b1;
wire EN2 = 1'b1;
wire xor_out;
DFF FF1 (button,clk,EN1,Q1);
DFF FF2 (Q1,clk,EN2,Q2);
xor g1 (xor_out,Q1,Q2);
counter C1 (clk,xor_out,~Cout,Cout);     
DFF FF3 (Q2,clk,Cout,result);
endmodule
 module counter (clk, SCLR,EN,c);
     input clk;
     input SCLR;    
     input EN ;  
      reg [N-1:0] Cout; 
	  output reg c; 
parameter N = 20;
            always@(posedge clk)
                    if(SCLR) 
							begin 						  
							Cout <= 0;
							c<=0;
							end
                        else if (EN)    
                            begin
                                    if (Cout == N-1) 
												begin
                                            Cout <= 0;
														  c<=1;
														  end
                                    else
												begin
                                            Cout <= Cout + 1;
														  c<=0;
                            end
									 end
endmodule       
module DFF(input D,input clk,input EN ,output reg Q);
            always @(posedge clk ) 
                    begin
                        if(EN)
                                begin
                                   Q <= D; 
                                end 
                    end     
endmodule
```
**design/flow/run.sh**
```bash
#!/bin/bash
# OpenROAD 26Q1-2900-gdf79404cd8, Yosys 0.63+post, stock flow scripts
make -C /OpenROAD-flow-scripts/flow DESIGN_CONFIG=/design/flow/config.mk WORK_HOME=/design/flow/orfs finish
```
**design/flow/config.mk**
```make
export PLATFORM = sky130hd
export DESIGN_NAME = debounce_ckt
export DESIGN_NICKNAME = debounce_ckt
export VERILOG_FILES = /design/flow/design.v
export SDC_FILE = /design/flow/constraint.sdc
export NUM_CORES = 4
export LEC_CHECK = 1
export CORE_AREA = 10 10 83 83
export DIE_AREA = 0 0 93 93
```
**design/flow/constraint.sdc**
```tcl
current_design debounce_ckt

set clk_period 4.7
set clk_io_pct 0.2

create_clock -name clk0 -period $clk_period [get_ports {clk}]

set non_clock_inputs [all_inputs -no_clocks]
set_input_delay [expr $clk_period * $clk_io_pct] -clock clk0 $non_clock_inputs
set_output_delay [expr $clk_period * $clk_io_pct] -clock clk0 [all_outputs]
```
==> impl_metrics.tcl <==
# collected from the flow reports
set metrics [dict create \
    outcome "completed" \
    whs_path_depth 0 \
    maxCapViolCount 0 \
    clock-sinks 24 \
    grt_max_degree 18 \
    synth_area_mm2 0.001154 \
    synth.distinct_cells 33 \
    min_path_type "reg2reg" \
    tightest_slew_ps 744.1 \
    cts_resized 0 \
    cp_num_buf_inv 1 \
    power.density_mw_per_mm2 321.9 \
    end_kind "primary output" \
    lay_top_count "dfxtp_1" \
    place.gp.congestion 0.7999 \
    top_cells_by_area "dfxtp_1, xnor2_1, nand3_1" \
    yosys_cells 125 \
    antenna_found_initial 0 \
    io_buffers 2 \
    cts_buffers 3 \
    tritoncts "yes" \
    peakVddDrop_uv 305.5 \
    remaining_drc_errors 0 \
    hold_viol 0 \
    worstRegToRegCells 4 \
    crit_family "buffers and inverters" \
    flop_area_um2 490.5 \
    cp_max_fo 1 \
    final_cell_mix "dfxtp_1, nor2_1, nand3_1" \
    timing.final.crit_share 0.4261 \
    fillCellCount 589 \
    dr.pass1.iters 4 \
    synth-seq-cells 24 \
    slew_headroom 0.5004 \
    clk_latency_ps 260 \
    cts_buffer_depth 2 \
    area_delta_synth_final_pct 11.06 \
    holdPathEnd "FF2.Q$_DFF_P_" \
    ios 3 \
    fp-row-count 26 \
    hp-start "FF1.Q$_DFF_P_" \
    yosysWarnings 3 \
    worst_setup_path_start_kind "flip-flop" \
    top_cell_area_share 0.3991 \
    die_w_um 93 \
    setup_tns_ps 0 \
    crit_type "reg2out" \
    yosysTopAreaCell "dfxtp_1" \
    clk_transition_reported_paths_ps 80 \
    p_total_mw 0.4124 \
    grt_pass1_vias 816 \
    root_buffer "clkbuf_8" \
    ctsHoldBuffers 0 \
    final-comb-area_um2 596.8 \
    track_usage 0.04916 \
    die.size.y_um 93 \
    drt_iter0_drc 68 \
    r2r_setup_slack_ps 2820 \
    dieArea_mm2 0.008649 \
    worstPathRequired_ps 3760 \
    vias 877 \
    coreArea_mm2 0.005140 \
    postSynthAreaPerCell_um2 9.229 \
    rsz0062_at_grt "false" \
    ys_area_mm2 0.001154 \
    worst_clock_skew_ps 1.913 \
    synth-seq-area-share 0.4252 \
    reg2reg_from "C1.Cout[4]$_SDFFE_PP0N_" \
    crit_slowest_cell "clkdlybuf4s50_1" \
    grt_pass1_wl_um 3615 \
    crit_arrival_ps 1060 \
    tool_warnings 25 \
    postRouteAntennaNets 0 \
    max_stage_delay_ps 470 \
    drive_gt1_frac 0.08730 \
    post_cts_buffers 0 \
    initCoreUtil 0.2244 \
    slew_violations 0 \
    path_cells "clkdlybuf4s50_1" \
    synth_cells 125 \
    leakage_nw 0.4125 \
    setup_viol 0 \
    drt-total-wl_um 2044 \
    routed_via_density 4.474 \
    fin_crit_ps 2003 \
    max_freq_mhz 499.3 \
    htree_levels 1 \
    rr_endpoint "C1.Cout[6]$_SDFFE_PP0N_" \
    post_drt_wl_per_cell_um 10.43 \
    grt-ovfl-total 0 \
    n_antenna_cell 0 \
]
cells in the mapped netlist (all sizes together):
master and number:
nor4b 1, buf 3, o31ai 1, nor3 4
nand3 10, and3 4, xnor2 7, nor4 3
and2 1, or3 2, nand2 6, nor2 14
o21bai 1, ha 1, dfxtp 23, nand2b 2
and4b 1, a31o 2, a21oi 6, o21ai 7
xor2 5, nand4 7, nand4b 4, and4 2
and2b 1, inv 4, edfxtp 1, clkbuf 2
power breakdown:
| group | internal (mW) | switching (mW) |
|---|---|---|
| Combinational | 0.00710 | 0.0124 |
| Clock | 0.114 | 0.0651 |
| Sequential | 0.210 | 0.00426 |
stage by stage:
step | cells | hold WS (ps) | util | area (um^2) | worst slack (ps)
3_5_place_dp | 192 | 358.5 | 0.2354 | 1210 | 2849
5_1_grt | 196 | 386.7 | 0.2493 | 1281 | 2624
4_1_cts | 196 | 375.5 | 0.2493 | 1281 | 2672
3_3_place_gp | 192 | 358.7 | 0.2354 | 1210 | 2791
2_1_floorplan | 125 | 349.9 | - | 1154 | 3203
6_report | 196 | 370.9 | 0.2493 | 1281 | 2697
area by class of cell:
cell class              count  area share
inverters                   4     0.01172
flip-flops and latches     24      0.3828
clock inverters             1     0.02344
multi-input cells          92      0.4658
repair buffers              2     0.01562
clock buffers               3     0.03223
well taps                  70     0.06836
state kept, by name, indices dropped and copies added (netlist names):
register,flops
C1.Cout,20
FF2.Q,1
FF1.Q,1
FF3.Q,1
C1.c,1
how the worst max path moves through the flow:
stage / to / slack, ps / startpoint / depth (start not counted)
5_1_grt: result / 2620 / FF3.Q$_DFFE_PP_ / 1
6_report: result / 2700 / FF3.Q$_DFFE_PP_ / 1
4_1_cts: result / 2670 / FF3.Q$_DFFE_PP_ / 1
cell families (layout without fill, tap and decap cells):
kind of cell | count (synthesis) | in the layout | share of synthesized area
AND/OR/NAND/NOR | 62 | 62 | 0.3189
flip-flops | 24 | 24 | 0.4252
AND-OR/OR-AND | 17 | 17 | 0.09653
XOR/XNOR | 12 | 12 | 0.09111
buffers and inverters | 9 | 10 | 0.05748
adder cells (fa/ha/maj) | 1 | 1 | 0.01084
worst reg2reg max path: cells and delay by family (launching register included):
family / cells / cell delay, ps
AOI/OAI and AO/OA: 1 / 680
DFF: 1 / 430
and+or+nand+nor: 3 / 620
layer usage:
metal,part of all wire,GRT usage
met5,0,0
met4,0,0.001285
met3,0.054,0.01535
met2,0.44,0.07769
met1,0.51,0.06840
No activity file was given, so power comes from the tool's default toggle rates.
